--- design/flow/run.sh ---
#!/bin/bash
# OpenROAD 26Q1-2900-gdf79404cd8, Yosys 0.63+post, stock flow scripts
make -C /OpenROAD-flow-scripts/flow DESIGN_CONFIG=/design/flow/config.mk WORK_HOME=/design/flow/orfs finish
--- design/flow/config.mk ---
export PLATFORM = sky130hd
export DESIGN_NAME = Mux2x1
export DESIGN_NICKNAME = Mux2x1
export VERILOG_FILES = /design/flow/design.v
export SDC_FILE = /design/flow/constraint.sdc
export NUM_CORES = 4
export LEC_CHECK = 1
export CORE_AREA = 10 10 111 111
export DIE_AREA = 0 0 121 121
--- design/flow/constraint.sdc ---
current_design Mux2x1

set clk_period 1.1
set clk_io_pct 0.2

create_clock -name clk0 -period $clk_period [get_ports {clk}]

set non_clock_inputs [all_inputs -no_clocks]
set_input_delay [expr $clk_period * $clk_io_pct] -clock clk0 $non_clock_inputs
set_output_delay [expr $clk_period * $clk_io_pct] -clock clk0 [all_outputs]
--- design/flow/design.v ---
module Mux2x1 (clk, input0, input1, select, out);
    input wire [31:0] input0;
	input wire [31:0] input1;
	input wire clk, select;
    output reg [31:0] out;
	always@(posedge clk)
	begin
	    if (select)
            out <= input1;
		else if (!select)
		    out <= input0;
	end
endmodule
==> run summary <==
Quick summary of the implementation run below.

The wire-length estimate of the detail-placed layout is between 3 and 4 mm. The count of buffers from port buffering came out at 97. The cell sitting at the root of the clock tree is a sky130_fd_sc_hd__clkbuf_8. The area of the synthesized netlist per yosys stat came out at 1180 um2. The layout filler cell count came out at 1,045.

The CTS sink count is 32. The clock tree buffer depth came out at 2. The number of setup violations in the final report is 0. The flow reports an fmax of about 960 MHz. The number of instances in the placed design came out at 296. The registers reported with the highest flop counts are out: 32 flops. The TritonCTS clock tree is built. Per the post-synthesis report, the number of cells in the design is 68. The die outline width came out at 121 um. Hold timing on the final database bottoms out at a slack of 463 ps. The data arrival time at the worst-slack endpoint is 820 ps. The start point of the worst min-delay path is select. In the final routed layout, each cell accounts on average for ~13 um. The post-route non-filler standard cell count is 304. The met2 capacity usage during global routing is under 10%. After detailed placement, the total cell area comes to about 2300 um2. Per the CTS log, the maximum H-tree level is 2. Looking at the setup timing report, the critical path kind is reg2out.

Walking the worst path, the cells encountered are dlygate4sd2_1. Per the run report, area growth between synthesis and finish was 96.9%. The global routing usage summed across all routing layers came out at 5.02%. Detailed routing inserted a total of a little under 900 vias. The total wirelength of the detailed-routed design came out at 3.83 mm. The mapped cell area came out at between 1000 and 1500 um2.

The total power is between 2 and 3 mW. Data on the critical path is required at its endpoint by about 900 ps. Per the layout area report, the combinational gate area comes to between 400 and 500 um2. Sequential cells were found to cover 54.1% of the synthesized design area. The die area came out at approximately 15,000 um2. The top-level port count came out at approximately 98. Buffers inserted during clock tree synthesis total 5. The share of the clock period used by the worst path after layout is a little over nine tenths. The run finished with clean final reports.

The first detailed-routing pass took 4 iterations. On the critical path, the stage with the largest delay is an instance of sky130_fd_sc_hd__dfxtp_2. The count of pins over their slew limit came out at 0. The largest incremental delay on the critical path came out at between 300 and 400 ps. The transition time at the pin with the least slew margin came out at 184 ps. Subtracting the final worst setup slack from the clock period gives 1040 ps. The global router reports that the layer with the highest usage is met2. Post-CTS timing repair inserted 0 buffers for setup. The flip-flop and latch count after synthesis is 32. The initial antenna violation count is 0. The area inside the core boundary came out at between 9000 and 10,000 um2. The fraction of layout cells with a size suffix above 1 is 25.7%. Dividing the detail-routed via count by the number of cells gives approximately 2.9. The antenna diode count came out at 0.

The power per cell area is 1180 nW/um2. The total number of yosys warnings came out at 1. The reported max-cap violation count came out at 0. The worst hold path passes through 3 cells. Among cell families on the critical path, the largest total delay comes from flip-flops. The worst setup path is captured at a primary output. The met3 usage is ~3.3%. The number of hold buffers added after CTS was 0.

The tally of OpenROAD warnings came out at 25. The max-slew check reports its worst relative slack as approximately 90%. The post-synthesis area per instance is 17.4 um2. After clock tree synthesis, the clock-pin slew on the worst setup and hold paths is 70 ps. The number of flip-flops in the largest register came out at 32. The first-pass GRT wire length came out at ~5.7 mm. The buffering stage count on the worst path with inverters included came out at 1. The share of the core area taken by cells at floorplan is between 10% and 20%. The pin count of the biggest net entering global routing is 23. The class of the tightest hold or removal check is in2reg. Setup repair after global routing left no endpoint under its margin. The library cells used most frequently in the layout, excluding fill and tap cells, are 64 x sky130_fd_sc_hd__clkdlybuf4s50_1, 31 x sky130_fd_sc_hd__dfxtp_1, 30 x sky130_fd_sc_hd__mux2_4. The final design instance area without fill came out at 2330 um2.

The final-layout setup total negative slack came out at 0 ps. The path with the worst hold slack has its endpoint at out[4]. The maximum ir drop on the vdd rail is around 0.00037 V. The utilization after layout is 23.7%. After detailed routing, the number of remaining DRC violations is 0.

The total number of placement rows came out at 36. The violation tally recorded at the end of detailed-routing iteration 0 is 16. RePlAce ended its routability-driven mode at a weighted congestion of between 0.7 and 0.8. Recorded from the global router log, the overflow total was 0.

The detail route stage leaves a number of antenna-violating nets equal to 0. The power report puts the leakage power at 1.01 nW. Ranked by flip-flop count, first place goes to out.

The startpoint type of the worst setup path is a flip-flop. By instance count after routing, the leading logic cell type is sky130_fd_sc_hd__clkdlybuf4s50_1. The total count of hold-check failures in the final report came out at 0. The via count of the first global-routing pass is 956. The y dimension of the die is 121 um. Across the whole layout, storage elements account for 642 um2. In the Yosys stats the netlist draws on 5 distinct library cells. The minimum setup slack after placement came out at 43.8 ps.

The top fanout value on the critical path came out at 1. The number of cells in Yosys stat is 68. The met1 track demand over resource in global routing came out at 6.28%.

The final worst-path setup slack came out at around 60 ps.
[logic make-up after synthesis]
logic type	share of synthesized area, %
DFF	54.1
buffers and inverters	6.02
muxes	39.9
[cell usage after synthesis]
library cell	count	area, um2
sky130_fd_sc_hd__dfxtp_1	32	641
sky130_fd_sc_hd__buf_6	1	11.3
sky130_fd_sc_hd__buf_12	3	60.1
sky130_fd_sc_hd__mux2_4	30	450
sky130_fd_sc_hd__mux2_2	2	22.5
[final cells by class]
class / instances / area share (%)
tap: 133 / 7.13
clock inverter: 2 / 0.429
clock buffer: 6 / 3.54
multi-input combinational: 32 / 20.3
sequential: 32 / 27.5
timing repair buffer: 99 / 41.1
[where the power goes]
part | internal, mW | switching, mW | leakage (nW)
logic | 0.426 | 0.104 | 0.688
registers | 1.25 | 0.0187 | 0.270
clock network | 0.499 | 0.441 | 0.0510
[what timing repair did]
action / 4_1_cts / 5_1_grt
endpoints found under the setup margin: 32 / 4
gates resized: 34 / 4
gates cloned: 0 / 0
[per-layer routing]
layer | routed length (um) | part of all wire, % | vias to the layer above
met1 | 1650 | 43 | 379
li1 | - | - | 436
met5 | 0 | 0 | -
met3 | 547 | 14 | 2
met2 | 1620 | 42 | 62
met4 | 17 | 0.44 | 0
[worst max path at each step]
stage | startpoint | endpoint | slack (ps) | cells after the start
CTS | out[16] | out[16] | 10 | 1
finish | out[5] | out[5] | 60 | 1
global route | out[1] | out[1] | 5 | 1
No activity file was given, so power comes from the tool's default toggle rates.
