**flow/config.mk**
```make
export PLATFORM = sky130hd
export DESIGN_NAME = ALU
export DESIGN_NICKNAME = ALU
export VERILOG_FILES = /design/flow/design.v
export SDC_FILE = /design/flow/constraint.sdc
export NUM_CORES = 4
export LEC_CHECK = 1
export CORE_UTILIZATION = 40
```
**flow/constraint.sdc**
```tcl
current_design ALU

set clk_period 7.4
set clk_io_pct 0.2

create_clock -name clk0 -period $clk_period [get_ports {clk}]

set non_clock_inputs [all_inputs -no_clocks]
set_input_delay [expr $clk_period * $clk_io_pct] -clock clk0 $non_clock_inputs
set_output_delay [expr $clk_period * $clk_io_pct] -clock clk0 [all_outputs]
```
**flow/design.v**
```verilog
module ALU(clk, control, data_input1, data_input2, data_output, zero);
input clk;
input [3:0] control;
input signed [31:0] data_input1, data_input2;
output reg signed [31:0] data_output;
output reg zero;
always@(posedge clk)
begin
    if (control == 4'b0010) begin
        data_output = data_input1 + data_input2;
        zero = 0;
    end
    else if (control == 4'b0110)
	begin
        data_output = data_input1 - data_input2;
        if (data_output == 0)
	        zero = 1;
	    else
	        zero = 0;
    end
    else if (control == 4'b0000) begin
        data_output = data_input1 & data_input2;
        zero = 0;
    end
    else if (control == 4'b0001) begin
	data_output = data_input1 | data_input2;
	zero = 0;
    end
    else if (control == 4'b0111) begin
        if (data_input2 < data_input1)
            data_output = 1;
        else
            data_output = 0;
        zero = 0;
    end
    else if (control == 4'b1100) begin
	data_output = ~(data_input1 | data_input2);
        zero =0;
    end
    else
    begin
        data_output = 0;
        zero =0;
    end
end
endmodule
```
**flow/run.sh**
```bash
#!/bin/bash
# OpenROAD 26Q1-2900-gdf79404cd8, Yosys 0.63+post, stock flow scripts
make -C /OpenROAD-flow-scripts/flow DESIGN_CONFIG=/design/flow/config.mk WORK_HOME=/design/flow/orfs finish
```
==> CHANGELOG.md <==
### Metrics

- Critical Path Most Common Cell: nor4_1
- RSZ-0062 raised after global routing: false
- Yosys chip area: 0.00659 sq mm
- Largest net degree at the start of global routing: 36
- Worst Hold Class: input pin to flip-flop
- Commonest flop: dfxtp_1
- Worst Setup Path Type: input pin to flip-flop
- Filler cell count: 1697
- Init Core Util: 41.2%
- Worst path top cell family by delay: simple AND/OR/NAND/NOR gates
- Fin crit period: 5.43 ns
- Hold_ws: 2.00 ns
- DR vias/cell: 5.91
- Peak Freq: 0.184 GHz
- Log Warnings: 89
- # DRC: 0
- Crit-path slowest cell: nor4_1
- Ys cells: 961
- Post-CTS Hold Fix Bufs: 0
- CP arrival: 5.61 ns
- Final hold vios: 0
- Buf+Inv Stages, Crit Path: 2
- Worst slack at placement: 1.66 ns
- Rel. slew slack: 36.9%
- Seq/Total Area, Yosys: 10.0%
- Total congestion overflow: 0
- I/O Buffers: 101
- Crit path launch type: input pin
- Post-Synthesis Cells: 961
- First-pass GRT wire length: 37800 microns
- Status: finished, final reports clean
- Power per cell area: 126 mW/mm^2
- Cell type with the largest total area: ha_1
- CTS Sinks: 33
- Max Cap Viol: 0
- EDFF count, synth: 0
- Min-Delay Endpoint: data_output[1]$_DFF_P_
- Post-cts gate resize count: 0
- First-pass DRT Iterations: 5
- Hold Startpoint: control[1]
- CTS Buf Count: 5
- Crit path DRT: 7.58 ns
- I/O Pins: 102
- DR iter-0 viols: 618
- Number of antenna diodes: 0
- Detail Route Antenna Nets: 0
- Post-Route WL: 24800 microns
- # setup viols final: 0
- Post-route cell area: 0.00786 sq mm
- Crit Path Max Fanout: 14
- Most common cell in the netlist: a21oi_1
- Synth warn: 1
- Post-synth top cells: a21oi_1, nor2_1, inv_1
- Dpl hpwl: 18700 microns
- Post-synth area hogs: ha_1, dfxtp_1, a21oi_1, nor2_1, inv_1
- Syn Area/Cell: 6.85 sq um
- VDD IR max: 77.6 uV
- Layout area overhead: 19.3%
- CTS tree: built
- Sequential Area: 661 sq um
- Post-CTS setup buffer count: 0
- Clock buffer depth: 2
- Min-Delay Path Depth: 3
- Critical-path cell list: clkdlybuf4s50_1, inv_1, ha_1, nand3_1, or2_2, nor4_1, nor4_1, o31a_1, o311a_1, xnor2_1, a221o_1
- Tightest Pin Transition: 0.938 ns
- Slew Viols, Final: 0
- Die X: 130 microns
- Total negative slack: 0 ns
- Synth flops: 33
- Share of layout cells above drive strength 1: 5.23%
- Final GP Congestion: 0.952
- CORE AREA: 0.0160 sq mm
- Antenna violations before repair: 0
- Final worst path period share: 73.4%
- Routed WL per cell: 19.9 microns
- Number of core rows: 46
- Core Util, Final: 49.1%
- Die Y: 130 microns
- Largest type area fraction: 18.2%
- Via Count: 7375
- CTS clk-pin slew, worst paths: 0.07 ns
- Largest stage delay, worst path: 0.81 ns
- Ys async rst share: 0%
- Logic area: 0.00526 sq mm
- Total GRT Usage: 30.0%
- Number of global-route vias before repair: 6768
- Die area: 0.0170 sq mm
- Synth cell types: 81
- Setup ws final: 1.97 ns
- H-tree Lvls: 2
- Placed inst area: 0.00771 sq mm
- Synthesized area: 0.00659 sq mm
- Root cell of the clock tree: clkbuf_16
- Leakage: 3.38 nW
- Crit end category: flip-flop
==> cells by family after synthesis <==
| group | synth area share (%) |
|---|---|
| flip-flops | 10.0 |
| AND-OR/OR-AND | 37.4 |
| adder cells (fa/ha/maj) | 18.8 |
| buffers and inverters | 10.1 |
| multiplexers | 0.931 |
| XOR/XNOR | 4.12 |
| AND/OR/NAND/NOR | 18.6 |
==> worst max-delay path by stage <==
stage | cells past startpoint | slack, ns | end | from
after global routing | 11 | 1.80 | data_output[31]$_DFF_P_ | data_input1[16]
final | 11 | 1.97 | data_output[31]$_DFF_P_ | data_input1[16]
after CTS | 11 | 1.98 | data_output[31]$_DFF_P_ | data_input1[16]
==> stage by stage <==
stage / total power [mW] / cells
detailed placement: 0.760 / 1240
global placement: 0.765 / 1240
CTS: 0.989 / 1248
finish: 0.993 / 1248
floorplan: 0.572 / 961
global route: 1.06 / 1248
==> power by group <==
| part | switching [mW] | internal [mW] |
|---|---|---|
| sequential | 0.00485 | 0.195 |
| clock | 0.102 | 0.124 |
| combinational | 0.333 | 0.235 |
==> routing by layer <==
layer	vias to the layer above	routed length (microns)	part of all wire, %	GRT usage [%]
met1	3401	11200	45	43.2
met2	338	11100	45	48.1
met5	-	0	0	0
li1	3588	-	-	-
met4	0	652	2.6	6.63
met3	48	1860	7.5	3.55
==> cells in the final DEF, fill, tap and decap left out, types with 5 or more instances in the layout <==
cell and n:
or3_1 5, nand3_1 16, inv_2 5, o21ai_0 57, inv_1 97, dfxtp_1 33
a31oi_1 6, mux2i_1 5, o22a_1 7, a21oi_1 120, o31ai_1 10, buf_4 15
a221o_1 5, nor4_1 11, or2_2 6, a211oi_1 8, o311a_1 6, a21o_1 15
nand4_1 6, o21bai_1 8, clkbuf_16 5, o211ai_1 7, a22oi_1 25, nand2b_1 10
nor2_1 113, o22ai_1 23, nor3_1 13, ha_1 96, a221oi_1 8, clkdlybuf4s50_1 101
nand2_1 65, xnor2_1 28, o21a_1 5, nor2b_1 12
==> worst min-delay path, delay by kind of cell <==
kind,cells,cell delay [ns]
buffers and inverters,2,0.63
AOI/OAI and AO/OA,1,0.13
==> final cells by class <==
| type | instances | area share, % |
|---|---|---|
| clock buffer | 5 | 1.59 |
| inverter | 104 | 5.03 |
| timing repair buffer | 116 | 14.3 |
| sequential | 33 | 8.41 |
| clock inverter | 3 | 0.223 |
| tap | 216 | 3.44 |
| multi-input combinational | 771 | 67.0 |
==> sequential cells by signal (all words and copies together), names as in the netlist <==
signal	count
data_output	32
zero	1
Power is estimated from default activity; no workload was simulated.
