File: run.sh
#!/bin/bash
# OpenROAD 26Q1-2900-gdf79404cd8, Yosys 0.63+post, stock flow scripts
make -C /OpenROAD-flow-scripts/flow DESIGN_CONFIG=/design/flow/config.mk WORK_HOME=/design/flow/orfs finish
File: config.mk
export PLATFORM = sky130hd
export DESIGN_NAME = Adder_32b
export DESIGN_NICKNAME = Adder_32b
export VERILOG_FILES = /design/flow/design.v
export SDC_FILE = /design/flow/constraint.sdc
export NUM_CORES = 4
export LEC_CHECK = 1
export CORE_AREA = 10 10 108 108
export DIE_AREA = 0 0 118 118
File: constraint.sdc
current_design Adder_32b

set clk_period 10.0
set clk_io_pct 0.2

create_clock -name clk0 -period $clk_period [get_ports {clk}]

set non_clock_inputs [all_inputs -no_clocks]
set_input_delay [expr $clk_period * $clk_io_pct] -clock clk0 $non_clock_inputs
set_output_delay [expr $clk_period * $clk_io_pct] -clock clk0 [all_outputs]
File: design.v
module Adder_32b(input0, input1, out, clk);
    input wire [31:0] input0;
    input wire [31:0] input1;
    input wire clk;
    output reg[31:0] out;
    always@(posedge clk)
    begin
        out <= input0 + input1;
    end
endmodule
==> metrics.yaml <==
run_status: "finished clean"
topCellsByArea: "dfxtp_1 27%, ha_1 16%, a21oi_1 6.1%, a21o_1 6.0%, xor2_1 5.5%"
relSlewSlack_pct: 61.85
vias_per_cell: 4.723
grt_setup_unrepaired: "false"
holdBufCountCts: 0
yosysTopAreaCell: "dfxtp_1"
finalClockPeriodUsage_pct: 42.76
chipHeight_microns: 118
irDropWorstVdd_mv: 0.05187
via_count: 2333
log.warning_count: 25
reg.largest.list: "out (32)"
period_minus_slack_ns: 4.276
antenna_left: 0
whs_endpoint: "out[0]"
coreArea_sq_um: 9284
hold_viol_final: 0
cts_root_buffer: "clkbuf_8"
route.detailed.drc: 0
finalSetupViolations: 0
drt_iter0_drc: 139
insertedDiodeCount: 0
slew_viol_final: 0
cts_made_buffers: 5
layout-drive-gt1-share_pct: 4.110
chip_area_sq_um: 13920
hold_slack_ns: 2.327
synth-edff-count: 0
gp_congestion: 0.8484
cp.arrival_ns: 4.44
largest_reg_flops: 32
grt_overflow: 0
worstSetupStartpointType: "input port"
compound_area_share_pct: 29.02
grt_max_degree: 11
synth_flops: 32
ys_warn_count: 1
cts_resized: 0
yosys.area_share.adder_pct: 17.08
synthCells: 272
io-pin-count: 97
clock_path_buffers: 2
drt_wl_total_mm: 6.796
hpwlAfterDp_mm: 5.824
dr.pass1.iters: 4
cp_max_fo: 10
die_w_microns: 118
grt_pass1_vias: 2352
gr-usage-all-layers_pct: 9.655
ys_async_sr_fraction_pct: 0
wl_per_cell_microns: 13.76
fillers: 949
syn_area_sq_um: 2389
yosysUniqueCellTypes: 52
holdPathStages: 2
htreeDepth: 2
simple_gate_share_pct: 13.25
p_leak_nw: 1.503
synth.area.mux_share_pct: 0.8381
largest-register: "out"
ys_area_sq_um: 2389
clock-sinks: 32
layout_setup_ws_ns: 5.724
yosys-stat-cells: 272
ff_type: "dfxtp_1"
synth.logic.top_family: "AND-OR/OR-AND gates"
powerDensity_nw_per_um2: 130.8
antenna_found_initial: 0
io_buffers: 96
maxCapViolations: 0
cts_tree: "yes"
synth.avg_cell_area_sq_um: 8.781
critPathKind: "in -> reg"
hp-start: "input1[0]"
cp.required_ns: 10.17
cts_setup_buffers: 0
fp_util_pct: 25.73
tightest_slew_ns: 0.5579
top_area_share_pct: 26.82
area_delta_synth_final_pct: 49.24
xor_share_pct: 10.27
end_kind: "flip-flop"
rows: 35
ys_seq_share_pct: 26.82
path_clk_slew_ns: 0.07
hp-class: "in -> reg"
place_ws_ns: 5.394
max_freq_ghz: 0.2339
tns_ns: 0
grt_pass1_wl_mm: 11.44
## cell usage in the layout, fill, tap and decap left out, types with 2 or more instances in the layout
master           Yosys  final
clkdlybuf4s50_1      0     96
dfxtp_1             32     32
ha_1                31     31
a21oi_1             29     29
a21o_1              19     19
nand2_1             19     19
xor2_1              15     15
xnor2_1             13     13
nor2_1              12     12
nand3_1             10     10
o21ai_0              7      7
o21ai_1              7      7
nand4_1              7      7
clkbuf_8             0      7
inv_1                5      5
o21bai_1             4      4
nor3_1               4      4
a211oi_1             3      3
a31oi_1              3      3
or2_2                2      2
o21a_1               2      2
and3_1               2      2
o211ai_1             2      2
o221ai_1             2      2
nand2b_1             2      2
o311ai_1             2      2
mux2i_1              2      2
a311oi_1             2      2
## kinds of logic (layout without fill, tap and decap cells)
group	after synthesis	count (layout)
compound gates	97	97
xor+xnor	28	28
fa+ha+maj	32	32
buf+inv	16	109
flops	32	32
mux	2	2
simple gates	65	65
## through the flow
| step | instances | area [sq um] | util [%] | total power, mW |
|---|---|---|---|---|
| 3_5_place_dp | 487 | 3468 | 37.36 | 0.3640 |
| 4_1_cts | 494 | 3565 | 38.40 | 0.4747 |
| 3_3_place_gp | 487 | 3468 | 37.36 | 0.3639 |
| 2_1_floorplan | 272 | 2389 | - | 0.2559 |
| 5_1_grt | 494 | 3565 | 38.40 | 0.5011 |
| 6_report | 494 | 3565 | 38.40 | 0.4661 |
## synthesized netlist by cell type, types with 3 or more instances
cell      number
xor2_1        15
o21ai_1        7
o21ai_0        7
inv_1          5
xnor2_1       13
a21oi_1       29
ha_1          31
buf_2          4
nand4_1        7
a21o_1        19
nor2_1        12
a211oi_1       3
nand2_1       19
o21bai_1       4
dfxtp_1       32
a31oi_1        3
nor3_1         4
nand3_1       10
clkbuf_1       6
## layer usage
metal	vias up	GRT usage, %	share of wire, %
met3	5	2.965	6.3
met4	0	0.7728	0.90
met5	-	0	0
met1	1065	12.13	45
met2	62	16.50	48
li1	1201	-	-
## critical path, stage by stage
cell,delay (ns)
clkdlybuf4s50_1,0.41
ha_1,0.44
a21oi_1,0.18
o21bai_1,0.09
a21oi_1,0.20
nor2_1,0.07
a2111oi_0,0.52
o21ai_0,0.16
or3_1,0.38
## worst max path at each step
stage	start	to	depth (start not counted)
global route	input1[0]	out[26]	10
finish	input0[24]	out[31]	9
CTS	input0[0]	out[26]	10
## report_power, final
part / switching (mW) / internal (mW) / leakage [nW]
clock network: 0.0470 / 0.0613 / 0.0503
logic: 0.0770 / 0.117 / 1.18
registers: 0.00735 / 0.156 / 0.270
total: 0.131 / 0.335 / 1.50
## cell type report
| cell class | instances | area [sq um] | share of cell area [%] |
|---|---|---|---|
| multi-input combinational | 224 | 1683 | 47.21 |
| timing repair buffer | 96 | 960.9 | 26.96 |
| sequential | 32 | 640.6 | 17.97 |
| tap | 129 | 161.4 | 4.528 |
| clock buffer | 7 | 96.34 | 2.703 |
| inverter | 6 | 22.52 | 0.6318 |
Power and IR drop assume default switching activity.
